`/design/flow/config.mk`:
```
export PLATFORM = sky130hd
export DESIGN_NAME = counter
export DESIGN_NICKNAME = counter
export VERILOG_FILES = /design/flow/design.v
export SDC_FILE = /design/flow/constraint.sdc
export NUM_CORES = 4
export LEC_CHECK = 1
export CORE_UTILIZATION = 30
```
`/design/flow/constraint.sdc`:
```
current_design counter

set clk_period 9.8
set clk_io_pct 0.2

create_clock -name clk0 -period $clk_period [get_ports {clock}]

set non_clock_inputs [all_inputs -no_clocks]
set_input_delay [expr $clk_period * $clk_io_pct] -clock clk0 $non_clock_inputs
set_output_delay [expr $clk_period * $clk_io_pct] -clock clk0 [all_outputs]
```
`/design/flow/design.v`:
```
`timescale 1ns / 1ps
module Clock_divider(
    input in_clk,     
    output reg out_clk 
);
	reg[32:0] count;
	initial begin
		out_clk = 0; 
        count = 0;
	end
    always @(negedge in_clk) begin
        if (count == 50000) begin
            out_clk <= ~out_clk;
            count <= 0;
        end else begin
            count <= count + 1;
        end
    end
endmodule
`timescale 1ns / 1ps
module counter(
    input clock,  
    output [6:0] cathode,
    output [7:0] anode
);
    wire seconds_clock;
    wire fsm_clock;    
    reg [15:0] counter; 
    Clock_divider clk_div(
        .in_clk(clock),
        .out_clk(seconds_clock)
    );
    faster_clock_divider faster_clk_div(
        .in_clk(clock),
        .out_clk(fsm_clock)
    );
     fsm fsm_inst(
        .clock(fsm_clock),
        .sixteen_bit_number(counter),
        .cathode(cathode),
        .anode(anode)
    );
    always @(posedge seconds_clock)
    begin
        counter <= counter + 1;
    end
endmodule
`timescale 1ns / 1ps
module decoder(
        input [3:0] number,
        output reg [6:0] cathode
    );
    initial begin
        cathode = 7'b0000001;
    end
    always @(number)
    begin
        case(number)
            0:cathode<=7'b0000001;
            1:cathode<=7'b1001111;
            2:cathode<=7'b0010010;
            3:cathode<=7'b0000110;
            4:cathode<=7'b1001100;
            5:cathode<=7'b0100100;
            6:cathode<=7'b0100000;
            7:cathode<=7'b0001111;
            8:cathode<=7'b0000000;
            9: cathode<=7'b0000100;
            10:cathode<=7'b0001000;
            11:cathode<=7'b1100000;
            12:cathode<=7'b0110001;
            13:cathode<=7'b1000010;
            14:cathode<=7'b0110000;
            15:cathode<=7'b0111000;
            default: cathode<=7'b1111111;
        endcase
    end
endmodule
`timescale 1ns / 1ps
module faster_clock_divider(
    input in_clk,
    output reg out_clk
);
reg [32:0] count;
parameter MAX_COUNT = 50000;
initial begin
    count = 0;
    out_clk = 0;
end
always @(negedge in_clk) begin
    count = count + 1;
    if (count == MAX_COUNT) begin
        out_clk = ~out_clk;
        count = 0;
    end
end
endmodule
`timescale 1ns / 1ps
module fsm(
    input clock,
    input [15:0] sixteen_bit_number,
    output reg [3:0] four_bit_number,
    output reg [7:0] anode,
    output [6:0] cathode
);
    decoder d1(.number(four_bit_number), .cathode(cathode));
    reg [1:0] state;  
    initial begin
        state = 0;
        anode = 8'b11111111;
    end
    always @(posedge clock) begin
        state <= state + 1;
        case (state)
            2'b00: begin
                anode <= 8'b11111110; 
                four_bit_number <= sixteen_bit_number[3:0];
            end
            2'b01: begin 
                anode <= 8'b11111101; 
                four_bit_number <= sixteen_bit_number[7:4]; 
            end
            2'b10: begin
                anode <= 8'b11111011; 
                four_bit_number <= sixteen_bit_number[11:8]; 
            end
            2'b11: begin
                anode <= 8'b11110111;
                four_bit_number <= sixteen_bit_number[15:12]; 
            end
        endcase
    end
endmodule
```
`/design/flow/run.sh`:
```
#!/bin/bash
# OpenROAD 26Q1-2900-gdf79404cd8, Yosys 0.63+post, stock flow scripts
make -C /OpenROAD-flow-scripts/flow DESIGN_CONFIG=/design/flow/config.mk WORK_HOME=/design/flow/orfs finish
```
==> CHANGELOG.md <==
### Metrics

* Num CTS Buffers at 9
* Crit path cell chain: ha_1 -> nand4_1 -> nor4_1 -> nand3_1 -> xnor2_1 -> or4b_2 -> nor4_4
* Layout cell share with drive strength beyond 1 at 6.148%
* Crit Path Category: register to register
* Ys cells at 469
* Die Height at 123.5 um
* WL/cell at 10.75 um
* Switch share at 29.43%
* Status: finished clean
* YS chip area at 4430 um^2
* Pint at 0.4964 mW
* Total grt overflow at 0
* Input/output buffers at 11
* Reg power frac at 39.8%
* Rel. slew slack at 46.21%
* Antenna violations before repair at 0
* RSZ-0062 raised after global routing: no
* Pin count of the biggest net entering global routing at 18
* Layout fillers at 1384
* P_sw at 0.2070 mW
* Max Freq at 285.2 MHz
* Final Worst Setup Slack at 6294 ps
* Area after DPL at 4721 um^2
* Die area at 15260 um^2
* Crit path time final at 3506 ps
* Root buffer cell: clkbuf_16
* Hold Path Class: register to register
* Final hold vios at 0
* # IOs at 16
* Hold-fix buffers, CTS at 0
* # H-tree levels at 3
* Cells after Synth at 469
* Synth Seq Share at 44.28%
* Peak VDD IR at 113.4 uV
* Hold path endpoint: faster_clk_div.count[32]
* Most frequent cell after synthesis: dfxtp_1
* Count of tool warnings at 103
* Top cells by count: 95 x dfxtp_1, 48 x xnor2_1, 38 x nand2_1
* Max-area cell share at 42.93%
* Post-DP HPWL at 5451 um
* Total Routing Usage GR at 11.34%
* Post-CTS sizing at 0
* Post-Syn Area per Cell at 9.447 um^2
* Hold_sp: faster_clk_div.count[32]
* Synthesis Warnings at 5
* Iter 0 DRT Violations at 178
* Clk pwr share at 60.2%
* Register pins left without a clock at 29
* Vias in the first global route at 3308
* Final ANT Viol Nets at 0
* Worst r2r src: faster_clk_div.count[0]
* Yosys reg bits at 97
* Setup slack, reg-to-reg at 6290 ps
* Top cells by area: dfxtp_1 43%, xnor2_1 9.5%, ha_1 4.2%
* Placer Congestion at 0.8442
* Crit-path max FO at 9
* Endpoints left unconstrained at 40
* Largest stage delay on the critical path at 680 ps
* PD cells at 133.5 nW/um^2
* Fin crit share at 35.77%
* Drt pass-1 iters at 5
* Number of diodes at 0
* Post-synth EDFFs at 2
* Setup_tns at 0 ps
* CP Launch Type: register
* Syn Std Cell Area at 4430 um^2
* CP arrival at 8420 ps
* Ys async rst share at 0%
* Slew @ Worst Pin at 806.8 ps
* Die W at 123.5 um
* Worst R2R Path Depth at 7
* Post-synth cell types at 52
* Main synth FF type: dfxtp_1
* Comb pwr share at 0%
* R2r endpoint: faster_clk_div.out_clk
* Critical Path End Type: register
* Core area at 14480 um^2
* Worst EP required at 14710 ps
* Max_cap viols at 0
* Synth area leader: dfxtp_1
* Vias at 3503
* CTS clk-pin slew, worst paths at 30 ps
* Max-slew violation count at 0
* Skew final at 20.55 ps
* Max Buffers Root-to-Sink at 2
* Hold Path Stages at 1
* Post-CTS Setup Repair Bufs at 0
* CTS tree: done
* Pre-CTS setup slack at 6319 ps
* Setup Viol. Count Final at 0
* Row cnt at 44
* Latency at later pin at 400 ps
* DRC viols at 0
* Worst path slowest cell: or4b_2
* P&R area growth vs syn at 18.92%
* Via density at 4.753
* Final instance area at 5269 um^2
* Final WL at 7923 um
* First-pass GRT wire length at 13930 um
* Leakage at 2.138 nW
* Initial core utilization at 30.60%
## power by group through the flow
stage	combinational, mW	sequential [mW]	clock [mW]
after CTS	0.0000391	0.280	0.442
after global routing	0.0000723	0.279	0.479
final	0.0000235	0.280	0.423
## how the worst max path moves through the flow
stage                  startpoint                      to  cells past startpoint
4_1_cts   faster_clk_div.count[0]  faster_clk_div.out_clk                      7
5_1_grt   faster_clk_div.count[0]  faster_clk_div.out_clk                      7
6_report  faster_clk_div.count[0]  faster_clk_div.out_clk                      7
## cell type report
cell class | instances | area, um^2 | share of cell area, %
multi-input cells | 338 | 2321 | 44.05
flip-flops and latches | 97 | 1962 | 37.24
clock inverters | 75 | 326.6 | 6.198
well taps | 184 | 230.2 | 4.370
clock buffers | 9 | 225.2 | 4.275
repair buffers | 13 | 125.1 | 2.375
inverters | 21 | 78.83 | 1.496
## through the flow
step	hold slack, ps	utilization [%]	std cells	power (mW)
5_1_grt	481.0	36.39	737	0.7583
4_1_cts	463.0	36.39	737	0.7221
3_5_place_dp	454.5	32.60	654	0.3264
2_1_floorplan	426.1	-	472	0.3275
6_report	453.9	36.39	737	0.7034
3_3_place_gp	452.1	32.60	654	0.3264
## cells in the final DEF, fill, tap and decap left out, types with 4 or more instances in the layout
master,Yosys,final
a21oi_1,7,7
and3_1,7,7
and4_1,10,10
clkbuf_16,0,9
clkdlybuf4s50_1,0,11
conb_1,1,4
dfxtp_1,95,95
ha_1,15,15
inv_1,20,87
mux2i_1,6,6
nand2_1,38,38
nand3_1,30,30
nand4_1,24,24
nor2_1,34,34
nor3_1,13,13
nor4_1,14,14
o21ai_0,6,6
o22ai_1,4,4
or2_2,7,7
or4_1,5,5
xnor2_1,48,48
xor2_1,21,21
## flip-flops by register name, summed over array words and instances, names as in the netlist
| name | count |
|---|---|
| clk_div.count | 33 |
| cathode | 7 |
| clk_div.out_clk | 1 |
| fsm_inst.anode | 4 |
| fsm_inst.state | 2 |
| faster_clk_div.out_clk | 1 |
| counter | 16 |
| faster_clk_div.count | 33 |
## cell families after synthesis
group	synth area share, %
other	0.08464
AND-OR/OR-AND	5.846
AND/OR/NAND/NOR	25.95
XOR/XNOR	13.64
adder cells (fa/ha/maj)	4.236
multiplexers	2.372
buffers and inverters	3.586
flip-flops	44.28
## critical path, delay by kind of cell, from the launching register on
| kind | cells | cell delay [ps] |
|---|---|---|
| XOR/XNOR | 1 | 160 |
| AND/OR/NAND/NOR | 5 | 2300 |
| adder cells (fa/ha/maj) | 1 | 280 |
| flip-flops | 1 | 390 |
## layer usage
metal	track usage (%)	share of wire, %
met2	15.82	43
met1	16.52	52
met4	2.937	0
met5	0	0
met3	4.473	4.6
Power and IR drop assume default switching activity.
