--- flow/constraint.sdc ---
current_design Top_Module

set clk_period 5.8
set clk_io_pct 0.2

create_clock -name clk0 -period $clk_period [get_ports {clock}]

set non_clock_inputs [all_inputs -no_clocks]
set_input_delay [expr $clk_period * $clk_io_pct] -clock clk0 $non_clock_inputs
set_output_delay [expr $clk_period * $clk_io_pct] -clock clk0 [all_outputs]
--- flow/run.sh ---
#!/bin/bash
# OpenROAD 26Q1-2900-gdf79404cd8, Yosys 0.63+post, stock flow scripts
make -C /OpenROAD-flow-scripts/flow DESIGN_CONFIG=/design/flow/config.mk WORK_HOME=/design/flow/orfs finish
--- flow/design.v ---
`timescale 1ns / 1ps
module ALU (
    input [3:0] A,
    input [3:0] B,
    input [3:0] Opcode,
    input reset,
    output reg [3:0] Result,
    output reg Overflow
);
reg [7:0] mult_result;
always @(*) begin
    if (reset) begin
        Result = 4'b0000;
        Overflow = 0;
    end else begin
        Overflow = 0;
        case (Opcode)
            4'b0000: begin
                Result = A + 1;
                Overflow = (A == 4'b1111);
            end
            4'b0001: begin
                Result = B + 1;
                Overflow = (B == 4'b1111);
            end
            4'b0010: begin
                Result = A - B;
                Overflow = (A < B);
            end
            4'b0011: begin
                Result = A + B;
                Overflow = (A + B > 4'b1111);
            end
            4'b0100: begin 
                mult_result = A * B;
                if (mult_result[7:4] != 0) begin
                    Overflow = 1; 
                    Result = 4'b0000; 
                end else begin
                    Result = mult_result[3:0]; 
                end
            end
            4'b0101: Result = A >> 1;
            4'b0110: begin
                Result = A << 1;
                Overflow = A[3];
            end
            4'b0111: Result = B >> 1;
            4'b1000: begin
                Result = B << 1;
                Overflow = B[3];
            end
            4'b1001: Result = A % B; 
            4'b1010: Result = A & B; 
            4'b1011: Result = A | B; 
            4'b1100: Result = A ^ B;
            4'b1101: Result = 4'bxxxx; 
            4'b1110: Result = 4'bxxxx; 
            4'b1111: Result = 4'bxxxx; 
            default: Result = 4'b0000;
        endcase
    end
end
endmodule
`timescale 1ns / 1ps
module binary_to_BCD_converter(
    bin, bcd
    );
    input [7:0] bin;
    output [11:0] bcd;
    reg [11 : 0] bcd; 
    reg [3:0] i;   
     always @(bin)
        begin
            bcd = 0;  
            for (i = 0; i < 8; i = i+1)  
            begin
                bcd = {bcd[10:0],bin[7-i]};  
                if(i < 7 && bcd[3:0] > 4) 
                    bcd[3:0] = bcd[3:0] + 3;
                if(i < 7 && bcd[7:4] > 4)
                    bcd[7:4] = bcd[7:4] + 3;
                if(i < 7 && bcd[11:8] > 4)
                    bcd[11:8] = bcd[11:8] + 3;  
            end
        end     
endmodule
`timescale 1ns / 1ps
module Clock_divider(
    input in_clk,     
    output reg out_clk 
);
	reg[32:0] count;
	initial begin
		out_clk = 0; 
        count = 0;
	end
    always @(negedge in_clk) begin
        if (count == 50000) begin
            out_clk <= ~out_clk;
            count <= 0;
        end else begin
            count <= count + 1;
        end
    end
endmodule
`timescale 1ns / 1ps
module decoder(
        input [3:0] number,
        output reg [6:0] cathode
    );
    initial begin
        cathode = 7'b0000001;
    end
    always @(number)
    begin
        case(number)
            0:cathode<=7'b0000001;
            1:cathode<=7'b1001111;
            2:cathode<=7'b0010010;
            3:cathode<=7'b0000110;
            4:cathode<=7'b1001100;
            5:cathode<=7'b0100100;
            6:cathode<=7'b0100000;
            7:cathode<=7'b0001111;
            8:cathode<=7'b0000000;
            9: cathode<=7'b0000100;
            10:cathode<=7'b0001000;
            11:cathode<=7'b1100000;
            12:cathode<=7'b0110001;
            13:cathode<=7'b1000010;
            14:cathode<=7'b0110000;
            15:cathode<=7'b0111000;
            default: cathode<=7'b1111111;
        endcase
    end
endmodule
`timescale 1ns / 1ps
module fsm(
    input clock,
    input [15:0] sixteen_bit_number,
    output reg [3:0] four_bit_number,
    output reg [7:0] anode,
    output [6:0] cathode
);
    decoder d1(.number(four_bit_number), .cathode(cathode));
    reg [1:0] state;  
    initial begin
        state = 0;
        anode = 8'b11111111;
    end
    always @(posedge clock) begin
        state <= state + 1;
        case (state)
            2'b00: begin
                anode <= 8'b11111110; 
                four_bit_number <= sixteen_bit_number[3:0];
            end
            2'b01: begin 
                anode <= 8'b11111101; 
                four_bit_number <= sixteen_bit_number[7:4]; 
            end
            2'b10: begin
                anode <= 8'b11111011; 
                four_bit_number <= sixteen_bit_number[11:8]; 
            end
            2'b11: begin
                anode <= 8'b11110111;
                four_bit_number <= sixteen_bit_number[15:12]; 
            end
        endcase
    end
endmodule
`timescale 1ns / 1ps
module Top_Module(
    input [3:0] A,
    input [3:0] B,
    input [3:0] Opcode,
    input reset,
    input clock, 
    output [6:0] cathode,
    output [7:0] anode
);
    wire [3:0] alu_result;
    wire alu_overflow;
    wire [11:0] bcd_output;
    wire fsm_clock;  
    Clock_divider clk_div(
        .in_clk(clock),
        .out_clk(fsm_clock)  
    );
    ALU alu(
        .A(A),
        .B(B),
        .Opcode(Opcode),
        .reset(reset),
        .Result(alu_result),
        .Overflow(alu_overflow)
    );
    binary_to_BCD_converter converter(
        .bin({4'b0000, alu_result}),
        .bcd(bcd_output)
    );
    fsm fsm_instance(
        .clock(fsm_clock),
        .sixteen_bit_number({Opcode, bcd_output}),  
        .cathode(cathode),
        .anode(anode)
    );
endmodule
--- flow/config.mk ---
export PLATFORM = sky130hd
export DESIGN_NAME = Top_Module
export DESIGN_NICKNAME = Top_Module
export VERILOG_FILES = /design/flow/design.v
export SDC_FILE = /design/flow/constraint.sdc
export NUM_CORES = 4
export LEC_CHECK = 1
export CORE_UTILIZATION = 40
==> flow_metrics.py <==
# Metrics from the implementation run
metrics = {
    "layout": {
        "fill_cells": 971,
        "design_area_um2": 4660,
        "drive_gt1_share_pct": 4.39,
        "stdcell_count": 657,
        "area_growth_pct": 14.3,
        "post-route-util_pct": 47.4,
    },
    "synth": {
        "yosys_cells": 472,
        "syn-mean-instance-area_um2": 8.63,
        "common_cells": "55 x ha_1, 46 x dfxtp_1, 46 x nor2_1",
        "ys_seq_share_pct": 23.3,
        "ys.flops": 47,
        "synth_top_area_share_pct": 22.6,
        "synthCells": 472,
        "synth-async-reset-ratio_pct": 0,
        "synth.most_common_cell": "ha_1",
        "synth_area_um2": 4080,
        "flop_cell": "dfxtp_1",
        "synth_warnings": 5,
        "yosysTopAreaCell": "dfxtp_1",
        "post_synth_num_cell_types": 74,
        "yosys_area_um2": 4080,
        "synthTopCellsByArea": "dfxtp_1 23%, ha_1 17%, xnor2_1 5.2%",
        "edf_count": 1,
    },
    "floorplanning": {
        "num_rows": 36,
        "ios": 29,
        "initial_core_util_pct": 41.5,
        "fp.coreArea_um2": 9820,
        "die_area_um2": 10600,
        "die_y_um": 103,
        "die_x_um": 103,
    },
    "route": {
        "wl_met1_um": 4330,
        "routed_wl_um": 8670,
        "routed.top_layer": "met4",
        "routedWlPerCell_um": 13.2,
        "drtAntennaViolNets": 0,
        "dr.pass1.iters": 4,
        "post_drt_via_cell_ratio": 5.20,
        "drc": 0,
        "antenna_cells": 0,
        "drt_iter0_drc": 142,
        "route.vias.total": 3414,
        "wl_met3_um": 343,
        "dr_wl_met2_um": 3890,
    },
    "min_path": {
        "hold_depth": 1,
        "hold_path_class": "register to register",
        "hold-path-endpoint": "clk_div.count[32]",
        "min_from": "clk_div.count[32]",
    },
    "pwr": {
        "p_clk_share_pct": 42.7,
        "comb_power_share_pct": 27.3,
        "max-vdd-ir-drop_v": 0.000358,
        "leakage_nw": 2.08,
        "seqPwrFrac_pct": 30.0,
        "power.switching_w": 0.000263,
        "switching_share_pct": 33.2,
        "p_int_w": 0.000529,
        "power_density_nw_per_um2": 170,
    },
    "grt": {
        "antenna_found_initial": 0,
        "track_usage_pct": 17.6,
        "grt_overflow": 0,
        "grt_pass1_wl_um": 14700,
        "grt_pass1_vias": 3227,
        "grt_max_degree": 24,
    },
    "cts": {
        "clk_pin_slew_ns": 0.04,
        "cts_htree_levels": 2,
        "cts_tree": "yes",
        "clk_latency_ns": 0.35,
        "holdBufCountCts": 0,
        "ctsRootBufferMaster": "clkbuf_8",
        "ctsLongestPathBuffers": 2,
        "ctsResizeCount": 0,
        "numCtsBuffers": 5,
        "post-cts-setup-buffers": 0,
    },
    "timing": {
        "unconstrained_endpoints": 24,
        "rsz0062_at_grt": "false",
        "fin_tns_setup_ns": 0,
        "unclocked_regs": 13,
        "fmax_ghz": 0.426,
        "tightest_slew_ns": 0.867,
        "slew_viol_final": 0,
        "relSlewSlack_pct": 42.0,
        "min_period_ns": 2.35,
        "post-route-period-util_pct": 40.5,
        "finalHoldViolations": 0,
        "setup_viol": 0,
        "clock_skew_ns": 0.0172,
    },
    "job": {
        "warning_count": 80,
        "max-cap-violations": 0,
    },
    "setup_path": {
        "reg2reg_setup_slack_ns": 3.45,
        "worstPathArrival_ns": 5.48,
        "cp.required_ns": 8.93,
        "path_max_fanout": 5,
        "end_kind": "register",
        "startpoint_type": "register",
        "regToRegEndpoint": "clk_div.count[32]",
        "critical_path_class": "register to register",
        "rr_worst_depth": 9,
        "r2r_start": "clk_div.count[2]",
    },
    "placed_design": {
        "gp_congestion": 0.854,
        "dpl.hpwl_um": 6320,
        "io_buffers": 24,
        "placed_area_um2": 4410,
        "dp.cells": 617,
    },
    "run_status": {
        "status": "complete, no violations",
    },
}
routing by layer:
metal | GRT usage, % | vias to the layer above
li1 | - | 1772
met3 | 2.69 | 8
met5 | 0 | -
met4 | 4.12 | 0
met1 | 24.7 | 1552
met2 | 29.1 | 82
final cells by class:
cell class                      instances  area [um^2]  share of cell area [%]
Timing Repair Buffer                   25          248                    5.32
Clock inverter                         36          188                    4.03
Inverter                               41          154                    3.30
Clock buffer                            5         68.8                    1.48
Tap cell                              133          166                    3.57
Multi-Input combinational cell        370         2880                    61.9
Sequential cell                        47          951                    20.4
cell families (layout without fill, tap and decap cells):
kind of cell	Yosys count	in the layout	share of synthesized area, %
other cells	1	4	0.0920
flops	47	47	23.3
buf+inv	58	107	6.20
mux	12	12	3.04
simple gates	162	162	21.5
fa+ha+maj	61	61	19.8
xor+xnor	38	38	8.17
compound gates	93	93	17.8
through the flow:
step           total power (W)  hold slack [ns]  worst slack (ns)
2_1_floorplan         0.000445            0.436              3.75
3_3_place_gp          0.000491            0.456              3.59
3_5_place_dp          0.000492            0.464              3.53
4_1_cts               0.000805            0.469              3.47
5_1_grt               0.000859            0.508              3.24
6_report              0.000791            0.468              3.45
layout by cell type, fill, tap and decap left out, types with 13 or more instances in the layout:
master,count
nand3_1,21
nand2b_1,13
a21oi_1,20
xor2_1,14
nor2_1,46
ha_1,55
xnor2_1,24
nand2_1,22
clkdlybuf4s50_1,24
inv_1,73
dfxtp_1,46
state kept, by name, indices dropped and copies added (netlist names):
signal / count
clk_div.count: 33
fsm_instance.state: 2
clk_div.out_clk: 1
fsm_instance.anode: 4
cathode: 7
how the worst max path moves through the flow:
stage                     from                 to  slack [ns]  depth (start not counted)
global route  clk_div.count[3]  clk_div.count[32]        3.24                          9
CTS           clk_div.count[2]  clk_div.count[32]        3.47                          9
finish        clk_div.count[2]  clk_div.count[32]        3.45                          9
worst max-delay path, stage by stage (launching register included):
cell and delay [ns]:
dfxtp_1 0.39, and3_1 0.25, and3_1 0.22, nand3_1 0.15, nor2_1 0.25, nand4_1 0.21, nor2_1 0.25, and4_1 0.27
nand4_1 0.12, xnor2_1 0.13
power by group through the flow:
| stage | combinational [W] | sequential [W] | clock (W) |
|---|---|---|---|
| 4_1_cts | 0.000216 | 0.000237 | 0.000352 |
| 5_1_grt | 0.000246 | 0.000236 | 0.000377 |
| 6_report | 0.000216 | 0.000237 | 0.000338 |
Power figures rest on the tool's default switching activity, not on a simulated workload.
